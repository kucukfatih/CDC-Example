<file path="flow/design.v">
`timescale 1ns / 1ps
module gray2bin#(parameter K = 8)(
    input wire [K-1:0] data_in,
    output reg [K-1:0] data_out
    );
  integer i;  
    always @(*) begin 
        for(i = 0; i < K; i = i + 1) begin 
        data_out[i] = ^ (data_in >> i);
        end
    end
endmodule
`timescale 1ns / 1ps
module gray_counter#(parameter K = 8)(
    input wire clk,
    input wire rst,
    input wire en,
    output reg [K-1:0] cnt_out,
    output reg load
    );
    reg [K-1:0] counter_reg;
    always @(posedge clk, posedge rst) begin 
        if(rst) begin 
            counter_reg <= 0;
            load <= 0;
        end
        else if(en) begin
            counter_reg <= counter_reg + 1;
            load <= 1;
        end
        else
            counter_reg <= counter_reg;
    end
    always @(*) begin 
    cnt_out = (counter_reg >> 1) ^ counter_reg;
    end
endmodule
`timescale 1ns / 1ps
module register#(parameter K = 8)(
    input wire [K-1:0] data_in,
    input wire clk,
    input wire load,
    output wire [K-1:0] data_out
    );
    reg [K-1:0] register;
    always @(posedge clk) begin
        if(load)
            register <= data_in;
        else
            register <= register;
    end
    assign data_out = register;
endmodule
`timescale 1ns / 1ps
module synch#(parameter K = 8)(
    input wire syn_clk,
    input wire rst,
    input wire [K-1:0] in,
    output reg [K-1:0] syn_out
    );
   reg [K-1:0] internal;
   always @(posedge syn_clk,posedge rst) begin
        if(rst) begin
           internal <= 0;
           syn_out <= 0;
        end
        else begin
           internal <= in;
           syn_out <= internal;
        end
   end
endmodule
`timescale 1ns / 1ps
module top#(parameter K = 8)(
    input wire a_clk,
    input wire b_clk,
    input wire rst,
    input wire en,
    output wire [K-1:0] b_data_out
    );
    wire [K-1:0] a_internal_wire_gray;
    wire [K-1:0] b_internal_wire_gray;
    wire [K-1:0] b_internal_wire_gray2;
    wire a_load_w;
    wire b_load_w;
    (*dont_touch = "true"*)
    gray_counter #(K) cnt1 (.clk(a_clk),
    .rst(rst),
    .en(en),
    .load(a_load_w),
    .cnt_out(a_internal_wire_gray));
    synch #(K+1) syn1 (.syn_clk(b_clk),
    .rst(rst),
    .in({a_load_w,a_internal_wire_gray}),
    .syn_out({b_load_w,b_internal_wire_gray}));
    register #(K) reg1 (.clk(b_clk),
    .load(b_load_w),
    .data_in(b_internal_wire_gray),
    .data_out(b_internal_wire_gray2));
    gray2bin #(K) conv (.data_in(b_internal_wire_gray2),
    .data_out(b_data_out));
endmodule
</file>
<file path="flow/run.sh">
#!/bin/bash
# OpenROAD 26Q1-2900-gdf79404cd8, Yosys 0.63+post, stock flow scripts
make -C /OpenROAD-flow-scripts/flow DESIGN_CONFIG=/design/flow/config.mk WORK_HOME=/design/flow/orfs finish
</file>
<file path="flow/config.mk">
export PLATFORM = sky130hd
export DESIGN_NAME = top
export DESIGN_NICKNAME = top
export VERILOG_FILES = /design/flow/design.v
export SDC_FILE = /design/flow/constraint.sdc
export NUM_CORES = 4
export LEC_CHECK = 1
export CORE_AREA = 10 10 100 100
export DIE_AREA = 0 0 110 110
</file>
<file path="flow/constraint.sdc">
current_design top

set clk_period 2.0
set clk_io_pct 0.2

create_clock -name clk0 -period $clk_period [get_ports {a_clk}]
create_clock -name clk1 -period $clk_period [get_ports {b_clk}]

set non_clock_inputs [all_inputs -no_clocks]
set_input_delay [expr $clk_period * $clk_io_pct] -clock clk0 $non_clock_inputs
set_output_delay [expr $clk_period * $clk_io_pct] -clock clk0 [all_outputs]
</file>
==> out/qor.txt <==
CP Capture Type: primary output
Core box area: 7807 µm²
Cells after DPL: 185
Outcome: finished, violations left
RSZ-0062 raised after global routing: yes
VDD IR-drop max: 0.4590 mV
Die Area: 12,100 µm²
Post-synth EDFFs: 8
Initial DRC count: 13
Async set or reset register ratio after synthesis: 0.7714
Flops after synth: 35
PortBufs: 10
Class of the worst hold path: flip-flop to flip-flop
# clock sinks: 35
Max cap viols: 0
Setup ws final: -139.5 ps
TritonRoute pass-1 iters: 2
Vias in the first global route: 599
Worst setup SP type: flip-flop
Diodes inserted: 0
Yosys synthesis chip area: 1245 µm²
Worst-path clk slew: 80 ps
CTS tree: built
Placement Cell Area: 1499 µm²
Syn Area/Cell: 17.78 µm²
Post-DR wirelength/cell: 7.806 µm
Initial antenna violation count: 0
Fin util: 0.2096
Final Hold Violation Tally: 0
Yosys stat cell total: 70
P&R area growth vs syn: 31.46%
Min Hold Slack: 333.9 ps
Fin area: 1637 µm²
P per Cell Area: 1733 nW/µm²
Ys flop type: dfrtp_1
Most frequent cell after synthesis: dfrtp_1
Fraction of layout cells with a size suffix above 1: 0.2766
Worst Path Required: 1600 ps
Worst Path Arrival: 1740 ps
Post-synth cell types: 17
Skew final: 3.906 ps
DRT Wirelength: 1530 µm
Yosys top cell by area: dfrtp_1
Die Y: 110 µm
Seq/Total Area, Yosys: 0.7357
Die width: 110 µm
Tool warning count: 28
Via-per-instance ratio: 2.842
Synth area leaders: dfrtp_1 (54%), edfxtp_1 (19%), ha_1 (6.0%)
Row count: 32
Syn Inst Count: 70
Post-route insts no fill: 196
Dpl ws: -260.3 ps
Synth Cell Area: 1245 µm²
Tightest Pin Transition: 324.6 ps
Top Registers: syn1.internal x9, syn1.syn_out x9
Total grt overflow: 0
Area fraction of the dominant cell type after synthesis: 0.5427
Gpl congestion: 0.8332
Slew Viols, Final: 0
Final setup violation count: 3
First-pass GRT wire length: 2608 µm
Synth Warn #: 4
Vias: 557
Largest net degree at the start of global routing: 28
WS Path Type: flip-flop to primary output
Drt drc: 0
Io pins: 12
Tot GR Track Use: 0.02666
Leak: 0.7265 nW
Top cells by count: dfrtp_1 (27), edfxtp_1 (8), xnor2_1 (7), xor2_1 (7), ha_1 (6)
Initial Util: 0.1595
Routed Antenna Nets: 0
CP max FO: 2
Rel. slew slack: 0.7836
Failing checks: negative setup slack
## what timing repair did
action,4_1_cts,5_1_grt
resized,18,3
endpoints found under the setup margin,6,5
pin swaps,5,1
hold buffers,0,0
buffers inserted,3,0
## path summary, 6_finish.rpt
path / startpoint / endpoint / slack [ps] / cells past startpoint
worst max-delay path: reg1.register[7] / b_data_out[1] / -140 / 5
worst min-delay path: cnt1.load / syn1.internal[8] / 330 / 0
worst max register to register: cnt1.counter_reg[0] / cnt1.counter_reg[1] / 890 / 2
worst min register to register: cnt1.load / syn1.internal[8] / 330 / 0
max in group clk1: syn1.syn_out[8] / reg1.register[5] / 1160 / 0
max in group asynchronous: rst / cnt1.counter_reg[0] / 1200 / 3
min in group clk0: cnt1.load / cnt1.load / 460 / 1
min in group asynchronous: rst / syn1.internal[4] / 510 / 3
## metal layers
metal / part of all wire / wire, µm / global-route usage
met5: 0 / 0 / 0
met4: 0.031 / 48 / 0.01487
met2: 0.44 / 679 / 0.03768
met3: 0.095 / 146 / 0.01469
met1: 0.43 / 655 / 0.03172
## cell families (layout without fill, tap and decap cells)
family | Yosys count | count (layout) | synth area share
flip-flops | 35 | 35 | 0.7357
adder cells (fa/ha/maj) | 6 | 6 | 0.06030
XOR/XNOR | 17 | 17 | 0.1508
buffers and inverters | 4 | 28 | 0.01508
multiplexers | 1 | 1 | 0.009045
AND/OR/NAND/NOR | 7 | 7 | 0.02914
## per-stage QoR
stage | TNS, ps | power, mW
2_1_floorplan | 0 | 1.594
3_3_place_gp | -887.4 | 2.173
3_5_place_dp | -919.7 | 2.175
4_1_cts | -556.4 | 2.862
5_1_grt | -642.2 | 3.068
6_report | -363.7 | 2.836
## critical path, cell delays in order (launching register included)
cell      delay (ps)
edfxtp_1         390
xor3_2           430
xnor3_2          280
buf_6            130
xor2_1           140
buf_2            120
## final cells by class
type	count	area, µm²
sequential	35	915.9
timing repair buffer	18	151.4
multi-input combinational	31	317.8
clock buffer	7	86.33
fill	812	6171
clock inverter	1	30.03
tap	102	127.6
inverter	2	7.507
## report_power, final
group,switching [mW],internal [mW]
Combinational,0.326,0.741
Sequential,0.137,1.02
Clock,0.211,0.405
## placed cells by master, fill, tap and decap left out, drive strengths merged
| cell type | Yosys | routed |
|---|---|---|
| inv | 2 | 2 |
| xor3 | 1 | 1 |
| xor2 | 7 | 7 |
| nand2 | 1 | 1 |
| buf | 1 | 12 |
| nor2 | 1 | 1 |
| dlygate4sd2 | 0 | 1 |
| or2 | 1 | 1 |
| nand3 | 2 | 2 |
| xnor3 | 1 | 1 |
| xnor2 | 8 | 8 |
| clkdlybuf4s50 | 0 | 4 |
| clkbuf | 1 | 8 |
| mux2 | 1 | 1 |
| nand4 | 2 | 2 |
| ha | 6 | 6 |
| bufinv | 0 | 1 |
| dfrtp | 27 | 27 |
| edfxtp | 8 | 8 |
No activity file was given, so power comes from the tool's default toggle rates.
